### design/flow/config.mk
export PLATFORM = sky130hd
export DESIGN_NAME = simon_fsm
export DESIGN_NICKNAME = simon_fsm
export VERILOG_FILES = /design/flow/design.v
export SDC_FILE = /design/flow/constraint.sdc
export NUM_CORES = 4
export LEC_CHECK = 1
export CORE_UTILIZATION = 30
### design/flow/constraint.sdc
current_design simon_fsm

set clk_period 5.2
set clk_io_pct 0.2

create_clock -name clk0 -period $clk_period [get_ports {clk_50M}]

set non_clock_inputs [all_inputs -no_clocks]
set_input_delay [expr $clk_period * $clk_io_pct] -clock clk0 $non_clock_inputs
set_output_delay [expr $clk_period * $clk_io_pct] -clock clk0 [all_outputs]
### design/flow/design.v
`timescale 1ns / 1ps
module debounce_buttons( 
	 input b0, b1, b2, b3,
    input clk,
	 output reg [3:0] bp
    );
	wire cleanb0;  
   wire cleanb1;  
	wire cleanb2;
	wire cleanb3;
	debouncer deb0(b0, clk, cleanb0);  
	debouncer deb1(b1, clk, cleanb1);
	debouncer deb2(b2, clk, cleanb2);
	debouncer deb3(b3, clk, cleanb3);
	always@(cleanb0 or cleanb1 or cleanb2 or cleanb3)
		bp = {cleanb0, cleanb1, cleanb2, cleanb3};
endmodule
`timescale 1ns / 1ps
module debouncer(
    input raw,
    input clk,
    output reg clean=0
    );
	parameter N = 22;
	reg [N:0] count;
	always @(posedge clk) 
	begin
		count <= (raw != clean)? (count + 1) : 0;
		clean <= (count[N] == 1) ? raw : clean;
	end
endmodule
`timescale 1ns / 1ps
module display4digit(
    input win, lose, doneNormal, input [3:0] display_bits,
    input clk_50M, 
    output reg an3, an2, an1, an0,
    output reg [6:0] seven_seg
    );
	reg [18:0] counter = 0;
	reg [1:0] toptwo;
	reg [3:0] digitselect;
	reg [27:0] A1 = 28'b1000111_1000000_0010010_0000110;  
	reg [27:0] A2 = 28'b0010000_1000000_1000000_0100001 ;  
	 always @(posedge clk_50M)
		begin
			counter <= counter + 1;	
			toptwo <= counter[18:17];
			digitselect <= ~ (  toptwo == 2'b00 ? 4'b0001   
													: toptwo == 2'b01 ? 4'b0010
													: toptwo == 2'b10 ? 4'b0100
																: 4'b1000 );
		end
	     always@(*)
		  begin
  	         if((win == 1) | (lose == 1))
				   begin
						if(win == 1)
							begin
							an3 = (digitselect == ~4'b1000 ? 0 : 1);
							an2 = (digitselect == ~4'b0100 ? 0 : 1);
							an1 = (digitselect == ~4'b0010 ? 0 : 1);	
							an0 = (digitselect == ~4'b0001 ? 0 : 1);
							seven_seg =   (toptwo == 2'b00 ? A2[6:0]
															: toptwo == 2'b01 ? A2[13:7]
															: toptwo == 2'b10 ? A2[20:14]
																					: A2[27:21] );
							end
						else
							begin								
							an3 = (digitselect == ~4'b1000 ? 0 : 1);
							an2 = (digitselect == ~4'b0100 ? 0 : 1);
							an1 = (digitselect == ~4'b0010 ? 0 : 1);	
							an0 = (digitselect == ~4'b0001 ? 0 : 1);	
							seven_seg   =   (toptwo == 2'b00 ? A1[6:0]
															: toptwo == 2'b01 ? A1[13:7]
															: toptwo == 2'b10 ? A1[20:14]
																					: A1[27:21] );
							end
					end
				else if(doneNormal == 0)
					begin
						an3 = (display_bits == 4'b1000 ? 0 : 1);
						an2 = (display_bits == 4'b0100 ? 0 : 1);
						an1 = (display_bits == 4'b0010 ? 0 : 1);	
						an0 = (display_bits == 4'b0001 ? 0 : 1);
						seven_seg = 7'b100_0000;
					end
				else
					begin	
					an3 = 1;
					an2 = 1;
					an1 = 1;
					an0 = 1;
					seven_seg = 7'b000_0000;
					end	
		end 
endmodule
`timescale 1ns / 1ps
module simon_fsm(
	 input reset,
    input clk_50M,
	 input b0, b1, b2, b3,
    output [6:0] seven_seg,
    output an0,
	 output an1,
	 output an2,
	 output an3,
	 output pwm_out,
	 output reg led, win, lose
);
reg clk_1Hz = 1'b0;  
reg [24:0] counter_50M;
parameter COUNT_50M = 25000000;
always @(posedge clk_50M or posedge reset)
begin
	if (reset)
		begin
			counter_50M <= 0;
			clk_1Hz <= 1'b0;
		end
	else
		if (counter_50M == COUNT_50M)
			begin
				counter_50M <= 0;
				clk_1Hz <= !clk_1Hz;
			end
		else
			counter_50M <= counter_50M + 1;
end
reg doneNormal = 0;
wire [3:0] bp;
reg [3:0] display_bits = 4'b1000;  
wire game_over;
debounce_buttons mydebounce_buttons(b0, b1, b2, b3, clk_50M, bp);
validate_btns my_validate_btns(display_bits, bp, game_over);
reg playing = 0;
sound my_sound(clk_50M, clk_1Hz, playing, pwm_out);
display4digit myDisplay(win, lose, doneNormal, display_bits, clk_50M, an3, an2, an1, an0,seven_seg);
reg [4:0] state_reg = 5'b00000;
reg [4:0] next_state = 5'b00000;
parameter reset_state        = 4'b0000;
parameter win_state          = 4'b0001;
parameter lose_state         = 4'b0010;
parameter show_first_pattern_state1 = 5'b0011;
parameter read_first_pattern_state1 = 5'b0100;
parameter show_first_pattern_state2 = 5'b00101;
parameter show_second_pattern_state1 = 5'b00110;
parameter read_first_pattern_state2 = 5'b00111;
parameter read_second_pattern_state1 = 5'b01000;
parameter show_first_pattern_state3 = 5'b01001;
parameter show_second_pattern_state2 = 5'b01010;
parameter show_third_pattern_state1 = 5'b01011;
parameter read_first_pattern_state3 = 5'b01100;
parameter read_second_pattern_state2 = 5'b01101;
parameter read_third_pattern_state1 = 5'b01110;
always @(posedge clk_1Hz or posedge reset)
begin
	if (reset)
		state_reg <= reset_state;
	else
		state_reg <= next_state;
end
always @(state_reg)
begin
	playing = 0;
	case (state_reg)
		reset_state:
			begin
				doneNormal = 1;
				next_state <= show_first_pattern_state1;
				led = 0;
				win = 0;
				lose = 0;
				playing = 0;
				display_bits <= 4'b0000;
			end
		show_first_pattern_state1:
			begin
				win = 0;
				lose = 0;
				led = 0;
				display_bits <= 4'b1000;
				doneNormal = 0;
				next_state <= read_first_pattern_state1;
			end
		read_first_pattern_state1:
			begin
				led = 1;
				doneNormal = 1;
				lose = 0;
				win = 0;
				display_bits <= 4'b1000;
				if (game_over == 0)
					if (bp == display_bits)  
						begin
							next_state <= show_first_pattern_state2;
							playing = 1;
						end
					else  
						if (bp == 4'b0000)  
							next_state <= read_first_pattern_state1;
						else  
							next_state <= lose_state;
				else
					next_state <= lose_state;
			end
		show_first_pattern_state2:
			begin
				win = 0;
				lose = 0;
				led = 0;
				doneNormal = 0;
				display_bits <= 4'b1000;
				next_state <= show_second_pattern_state1;
			end
		show_second_pattern_state1:
			begin
				win = 0;
				lose = 0;
				led = 0;
				doneNormal = 0;
				display_bits <= 4'b0100;
				next_state <= read_first_pattern_state2;
			end
		read_first_pattern_state2:
			begin
				led = 1;
				doneNormal = 1;
				lose = 0;
				win = 0;
				display_bits <= 4'b1000;
				if (game_over == 0)
					if (bp == display_bits)  
						begin
							next_state <= read_second_pattern_state1;
							playing = 1;
						end
					else  
						if (bp == 4'b0000)  
							next_state <= read_first_pattern_state2;
						else  
							next_state <= lose_state;
				else
					next_state <= lose_state;
			end
		read_second_pattern_state1:
			begin
				led = 1;
				doneNormal = 1;
				lose = 0;
				win = 0;
				display_bits <= 4'b0100;
				if (game_over == 0)
					if (bp == display_bits)  
						begin
							next_state <= show_first_pattern_state3;
							playing = 1;
						end
					else  
						if (bp == 4'b0000)  
							next_state <= read_second_pattern_state1;
						else  
							next_state <= lose_state;
				else
					next_state <= lose_state;
			end
		show_first_pattern_state3:
			begin
				win = 0;
				lose = 0;
				led = 0;
				doneNormal = 0;
				display_bits <= 4'b1000;
				next_state <= show_second_pattern_state2;
			end
		show_second_pattern_state2:
			begin
				win = 0;
				lose = 0;
				led = 0;
				doneNormal = 0;
				display_bits <= 4'b0100;
				next_state <= show_third_pattern_state1;
			end
		show_third_pattern_state1:
			begin
				win = 0;
				lose = 0;
				led = 0;
				doneNormal = 0;
				display_bits <= 4'b0001;
				next_state <= read_first_pattern_state3;
			end
		read_first_pattern_state3:
			begin
				led = 1;
				doneNormal = 1;
				lose = 0;
				win = 0;
				display_bits <= 4'b1000;
				if (game_over == 0)
					if (bp == display_bits)  
						begin
							next_state <= read_second_pattern_state2;
							playing = 1;
						end
					else  
						if (bp == 4'b0000)  
							next_state <= read_first_pattern_state3;
						else  
							next_state <= lose_state;
				else
					next_state <= lose_state;
			end
		read_second_pattern_state2:
			begin
				led = 1;
				doneNormal = 1;
				lose = 0;
				win = 0;
				display_bits <= 4'b0100;
				if (game_over == 0)
					if (bp == display_bits)  
						begin
							next_state <= read_third_pattern_state1;
							playing = 1;
						end
					else  
						if (bp == 4'b0000)  
							next_state <= read_second_pattern_state2;
						else  
							next_state <= lose_state;
				else
					next_state <= lose_state;
			end
		read_third_pattern_state1:
			begin
				led = 1;
				doneNormal = 1;
				lose = 0;
				win = 0;
				display_bits <= 4'b0001;
				if (game_over == 0)
					if (bp == display_bits)  
						begin
							next_state <= win_state;
							playing = 1;
						end
					else  
						if (bp == 4'b0000)  
							next_state <= read_third_pattern_state1;
						else  
							next_state <= lose_state;
				else
					next_state <= lose_state;
			end
		win_state:
			begin		
				win = 1;
				lose = 0;
				led = 0;
				doneNormal = 1;
				display_bits <= 4'b0000;
				next_state <= win_state;
			end
		lose_state:
			begin
				lose = 1;
				win = 0;
				led = 0;
				doneNormal = 1;
				display_bits <= 4'b0000;
				next_state <= lose_state;
			end
		default:
			begin
				doneNormal = 1;
				display_bits <= 4'b0000;
				next_state <= lose_state;
				lose = 0;
				win = 0;
				led = 0;
			end
	endcase
end
endmodule
`timescale 1ns / 1ps
module sound(
input clk_50M, clk_1Hz,
input playing,
output reg pwm_out
);
reg [16:0] count = 0;
reg tone_out = 0;
always @(posedge clk_50M)
	begin 
		count <= count + 1;
		tone_out <= count[16];
		pwm_out <= tone_out && playing;
	end
endmodule
`timescale 1ns / 1ps
module validate_btns(
	input [3:0] display_bits,
	input [3:0] bp,
	output reg game_over
);
	always@(bp, display_bits)
		begin
			if (bp != 4'b0000)
				begin
					game_over = (bp == display_bits) ? 0 : 1;
				end
			else
				game_over = 0;
		end
endmodule
### design/flow/run.sh
#!/bin/bash
# OpenROAD 26Q1-2900-gdf79404cd8, Yosys 0.63+post, stock flow scripts
make -C /OpenROAD-flow-scripts/flow DESIGN_CONFIG=/design/flow/config.mk WORK_HOME=/design/flow/orfs finish
==> out/metrics.yaml <==
route:
  vias_per_cell: 4.51
  antenna_cells: 0
  dr.pass1.iters: 4
  wl_per_cell_microns: 10.7
  wl_microns: 12500
  num_vias: 5271
  drc: 0
  drt_iter0_drc: 252
  ant_nets: 0
placed_design:
  place.detailed.hpwl_microns: 8080
  dp_cells: 1137
  place_congestion: 0.764
  port_buffers: 19
  dp_slack_ns: 2.49
final_timing:
  layout_setup_ws_ns: 2.06
  rsz0062_at_grt: "no"
  report.final.slew_viol_count: 0
  untimed_endpoints: 7
  maxSlewHeadroom: 0.482
  fin_crit_sh: 0.603
  clock_skew_ns: 0.00840
  holdWs_ns: 0.369
  report.final.hold_viol_count: 0
  min_period_ns: 3.14
  max_clock_freq_mhz: 319
  tightest_slew_ns: 0.772
  setup_viol: 0
  fin_setup_tns_ns: 0
  unclocked_regs: 4
global_routing:
  grt_pass1_vias: 4929
  antenna_found_initial: 0
  track_usage: 0.104
  grt_max_degree: 31
  grt_pass1_wl_microns: 22300
  overflow: 0
finish:
  largest_register_ffs: 25
  area_growth_pct: 14.6
  largest-register: "counter_50M"
  fin_cells: 1169
  drive_gt1_frac: 0.0580
  fin_util: 0.352
pwr:
  powerDensity_nw_per_um2: 295
  p_sw_frac: 0.222
  p_leak_nw: 3.12
  switchingPower_mw: 0.562
  p_seq_frac: 0.510
  combPwrFrac: 0.015
  power_frac_clock: 0.475
  internal-power_mw: 1.98
  ir_drop_uv: 217
die:
  die-width_microns: 160
  fp_util: 0.307
  rows: 57
  io-pin-count: 21
  die-area_sq_um: 25700
  coreArea_sq_um: 24500
  fp.dieH_microns: 160
setup_path:
  path_class: "reg -> out"
  ff2ff_path_depth: 8
  path_max_fanout: 3
  crit_required_ns: 4.16
  crit_arrival_ns: 2.10
  critPathLaunchType: "flop"
  end_kind: "output pin"
min_path:
  hold_path_class: "reg -> reg"
  min_path_cells: 0
logic_synthesis:
  synthCells: 815
  ys.flop_type: "dfxtp_1"
  synthArstFlopShare: 0.176
  ys_cells: 815
  edf_count: 4
  synth-seq-cells: 170
  syn_avg_cell_area_sq_um: 9.21
  synth_cell_types: 55
  yosysWarnings: 6
  ys_chip_area_sq_um: 7510
  ys_seq_share: 0.479
  netlist_area_sq_um: 7510
clock_network:
  cts_tree: "yes"
  cts_buffers: 17
  ctsHoldBuffers: 0
  root_buffer: "clkbuf_16"
  post_cts_buffers: 0
  htree_levels: 4
  path_clk_slew_ns: 0.06
  cts_resized: 0
  cts_max_path_buffers: 2
  insertion_delay_ns: 0.41
flow_run:
  warnings: 31
  cap_violations: 0
run_status:
  status: "finished, final reports clean"
critical path, stage by stage (launching register included):
cell,delay (ns)
dfxtp_1,0.34
nand2_1,0.08
nor4b_1,0.38
a21oi_1,0.12
a311o_1,0.36
clkdlybuf4s50_1,0.41
stage by stage:
stage	power, mW	cell area [sq um]
final	2.54	8610
after global routing	2.64	8610
after CTS	2.59	8610
after detailed placement	1.36	8040
after global placement	1.36	8040
after floorplan	1.35	7510
power by group through the flow:
stage                 registers (mW)  clock network (mW)  logic (mW)
after CTS                       1.29                1.25      0.0397
final                           1.30                1.21      0.0384
after global routing            1.30                1.30      0.0450
per-layer routing:
metal / track usage / up-vias / wire (microns)
li1: - / 2817 / -
met1: 0.166 / 2388 / 6730
met2: 0.154 / 60 / 5150
met3: 0.0217 / 6 / 465
met4: 0.0104 / 0 / 113
met5: 0 / - / 0
cell usage after synthesis (3+ instances only):
| cell | n | area [sq um] |
|---|---|---|
| a211oi_1 | 3 | 22.5 |
| a21o_1 | 4 | 30.0 |
| a21oi_1 | 19 | 95.1 |
| and2_1 | 10 | 62.6 |
| and3_1 | 21 | 131 |
| and4_1 | 13 | 114 |
| buf_1 | 3 | 11.3 |
| clkbuf_1 | 21 | 78.8 |
| dfrtp_1 | 30 | 751 |
| dfxtp_1 | 136 | 2720 |
| edfxtp_1 | 4 | 120 |
| ha_1 | 14 | 175 |
| inv_1 | 25 | 93.8 |
| nand2_1 | 56 | 210 |
| nand2b_1 | 3 | 18.8 |
| nand3_1 | 62 | 310 |
| nand4_1 | 26 | 163 |
| nor2_1 | 120 | 450 |
| nor2b_1 | 7 | 43.8 |
| nor3_1 | 16 | 80.1 |
| nor3b_1 | 8 | 60.1 |
| nor4_1 | 15 | 93.8 |
| nor4b_1 | 3 | 26.3 |
| o21ai_0 | 18 | 90.1 |
| or3_1 | 11 | 68.8 |
| xnor2_1 | 78 | 683 |
| xor2_1 | 55 | 482 |
final cells by class:
type                            count  area [sq um]
Fill cell                        2387         15900
Multi-Input combinational cell    592          3700
Sequential cell                   170          3590
Clock buffer                       18           429
Tap cell                          324           405
Timing Repair Buffer               26           243
Clock inverter                     14           140
Inverter                           25          93.8
cell usage in the layout (no fill, tap or decap), types with 3 or more instances in the layout:
cell type,netlist,final
xnor2_1,78,77
buf_4,1,7
a21oi_1,19,19
clkbuf_16,0,17
and4_1,13,13
nor3_1,16,16
nor4_1,15,15
inv_1,25,25
or3_1,11,11
a21o_1,4,4
nor3b_1,8,8
xor2_1,55,55
clkdlybuf4s50_1,0,19
a211oi_1,3,3
nand4_1,26,26
ha_1,14,14
inv_6,0,7
nor2_1,120,120
dfxtp_1,136,136
and3_1,21,21
edfxtp_1,4,4
dfrtp_1,30,30
nand3_1,62,62
nor4b_1,3,3
nor2b_1,7,7
nand2_1,56,56
and2_1,10,10
o21ai_0,18,18
nand2b_1,3,3
cell families (layout without fill, tap and decap cells):
group	after synthesis	in the layout	synth area share
AND/OR/NAND/NOR	382	382	0.258
flip-flops	170	170	0.479
XOR/XNOR	133	133	0.155
AND-OR/OR-AND	61	61	0.0533
buffers and inverters	53	83	0.0292
adder cells (fa/ha/maj)	14	14	0.0233
other	1	1	0.000499
multiplexers	1	1	0.00150
final timing paths:
| kind | startpoint | end | slack, ns |
|---|---|---|---|
| min | my_sound.count[16] | my_sound.tone_out | 0.37 |
| max reg2reg | counter_50M[0] | counter_50M[21] | 2.88 |
| min reg2reg | my_sound.count[16] | my_sound.tone_out | 0.37 |
| max in group asynchronous | reset | counter_50M[21] | 3.89 |
| min in group asynchronous | reset | counter_50M[5] | 1.01 |
| max | myDisplay.digitselect[2] | an0 | 2.06 |
Power is estimated from default activity; no workload was simulated.
